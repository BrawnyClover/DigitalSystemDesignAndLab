==> /design/flow/design.v <==
module piano (clk, rst_x, keypad_in, out);
	input clk, rst_x;
	input [11:0] keypad_in;
	output out;
	wire [11:0] c1;
	wire val;
	keypadscan ks(.clk(clk), .rst_x(rst_x), .in(keypad_in), 
		.out(c1), .valid(val));
	piezo pp(.CLK(clk), .rst_x(rst_x), .valid(val), .M(c1), .PIEZO(out));
endmodule
module keypadscan(clk,rst_x,in,out,valid);
  input clk, rst_x;
  input [11:0]in;
  output reg [11:0]out;
  output reg valid;
always@(posedge clk or negedge rst_x) begin
	if(!rst_x) begin	 
		out <= 12'b000000000000;
		valid <= 0;
		end
	else if (in == 0) begin  
		valid <=0;
		out <= in; 
	end
	else begin  
	out <= in;
	valid <=1;
	end
end
endmodule
module piezo(CLK, rst_x, valid, M, PIEZO);
	input CLK, rst_x, valid;
	input[11:0] M;
	output wire PIEZO;
	integer CN_SOUND, LIMIT;
	reg BUFF;
	always@(M)begin 
		case (M)
		12'b000000000001: LIMIT = 1911;  
		12'b000000000010: LIMIT = 1703;  
		12'b000000000100: LIMIT = 1517;  
		12'b000000001000: LIMIT = 1432;  
		12'b000000010000: LIMIT = 1276;  
		12'b000000100000: LIMIT = 1136;  
		12'b000001000000: LIMIT = 1012;  
		12'b000010000000: LIMIT = 956;  
		default:LIMIT = 0;  
		endcase
	end
	always@(posedge CLK or negedge rst_x)begin
		if(!rst_x) begin  
			BUFF <= 0;
			CN_SOUND <= 0;
		end
		else if(valid ==1) begin
			if(CN_SOUND >= LIMIT)begin
				CN_SOUND <= 0 ;  
				BUFF <= ~BUFF;  
			end
			else CN_SOUND <= CN_SOUND + 1;  
		end
		else begin  
			CN_SOUND <= CN_SOUND;
			BUFF <= BUFF;
		end
	end
	assign PIEZO = BUFF;
endmodule	
==> /design/flow/run.sh <==
#!/bin/bash
# OpenROAD 26Q1-2900-gdf79404cd8, Yosys 0.63+post, stock flow scripts
make -C /OpenROAD-flow-scripts/flow DESIGN_CONFIG=/design/flow/config.mk WORK_HOME=/design/flow/orfs finish
==> /design/flow/config.mk <==
export PLATFORM = sky130hd
export DESIGN_NAME = piano
export DESIGN_NICKNAME = piano
export VERILOG_FILES = /design/flow/design.v
export SDC_FILE = /design/flow/constraint.sdc
export NUM_CORES = 4
export LEC_CHECK = 1
export CORE_UTILIZATION = 50
==> /design/flow/constraint.sdc <==
current_design piano

set clk_period 4.4
set clk_io_pct 0.2

create_clock -name clk0 -period $clk_period [get_ports {clk}]

set non_clock_inputs [all_inputs -no_clocks]
set_input_delay [expr $clk_period * $clk_io_pct] -clock clk0 $non_clock_inputs
set_output_delay [expr $clk_period * $clk_io_pct] -clock clk0 [all_outputs]
==> commit_impl_results.txt <==
Update PnR metrics after Yosys + OpenROAD run

* Outcome: completed
* Relative contribution of sequential cells to total power: 0.549
- Across all checked pins, the minimum headroom to the slew limit is 0.4085.
- Routed length per instance: 13.97 um
* Synth area leaders: dfrtp_1 45%, xor2_1 8.1%, nor2_1 6.3%
- Net switching power: between 0.00015 and 0.0002 W
- Quantity of gates resized following cts: 0
* Summed standard-cell area reported by yosys: 2582 um^2
- Logic pwr share: 0.061
- Looking at the post-CTS report, the setup buffer insertion count equals 0.
- Category of the critical setup timing path: reg -> reg
* Number of different library cells in the post-synthesis netlist: ~40
- The detailed router finished its first iteration with 72 violations.
* Number of rows created at floorplan: 25
* Clock-pin slew of the registers on the worst-case setup and hold paths: about 90 ps
- Latency at later pin: about 290 ps
* Critical path launch point type: flip-flop
* Crit end category: flip-flop
* Power share of the clock group: 0.390
- The first detailed-routing pass ran for 4 iterations.
* H-tree depth: 2
* Core region area: 4848 um^2
- Relative to the synthesized area, the layout overhead comes to 11.53%.
- The initial antenna violation count is 0.
- The placement report lists the number of port buffers as 14.
- Overall die area: between 5000 and 6000 um^2
* Setup repair after global routing missed its margin: no
- The power report lists cell-internal power as roughly 0.00063 W.
- Worst path required time: between 4000 and 5000 ps
- DR DRC count: 0
- Using the TritonRoute via totals, the vias-per-cell ratio works out to 5.483.
- Most repeated cell in the gate-level netlist after synthesis: dfrtp_1
- Die Span Y: 73.87 um
- Clock tree synthesis selected as its root buffer the cell clkbuf_8.
- Leading area contributor after synthesis: dfrtp_1
- The final timing report counts setup violations totalling 0.
- Per the post-synthesis stats, the area per cell is ~9.4 um^2.
- Antenna-violating nets left: 0
- Clock Tree Buf Depth: 2
- Once detailed placement completed, the half-perimeter wirelength came to ~3600 um.
- Critical Path Fanout Max: 29
* Total of warnings raised by yosys: 2
* Warning total across the stage logs: 25
* Fp_density: 0.5326
- Total CTS buffers: 5
- Area share, top type: 0.4457
- Leading register cell type out of synthesis: dfrtp_1
- RePlAce ended its routability-driven mode at a weighted congestion of 0.8879.
* Vias in the first global route: 1,794
- Highest clock rate: ~0.27 GHz
- GRT overflow: 0
- Clk_skew: 5.756 ps
* Total of flip-flops plus latches after synthesis: 46
- The report puts the hold buffer count at CTS at 0.
- Summed over all failing endpoints, the final setup total negative slack is 0 ps.
- Finished Core Util: 0.5941
- Summed over all layers, the routed wires come to 4975 um.
- Switching share of power: 0.2223
* Clock Sinks: 46
- The share of the Yosys chip area taken by registers is 0.4457.
* Final max-slew violation count: 0
* Horiz. Die Dim: 73.87 um
- Share of post-route cells with drive strength above 1: 0.06574
- Yosys stat cell total: 276
- Peak ir drop on the vdd network: 0.2150 mV
* Number of placed I/O pins: 15
* Post-Synthesis Cell Area: between 2000 and 3000 um^2
* CTS tree: done
* Worst slew pin tran: 879.1 ps
* Final Hold Vio Count: 0
- Synth top cells by count: 46 x dfrtp_1, 43 x nor2_1, 24 x xor2_1
* Count of maximum capacitance violations: 0
* Post-layout min period: 3754 ps
* Classification of the worst-slack hold path: reg -> reg
* Pwr Density: 281.8 nW/um^2
- For this block, the via count after detailed routing is 1,952.
- The synthesis report gives the async set-or-reset register share as 1.000.
* Overall Global Routing Usage: 0.2148
* Number of diodes added for antenna fixing: 0
- Entering global routing, the biggest net connects 47 pins.
* Static Leakage: 1.173 nW
- At the worst endpoint, the arrival time is 3980 ps.
* Wire length of the first global-routing pass: 8673 um
- Number of instances in the synthesized netlist: 276
- Of the available clock period, the critical path in the final layout requires 0.8532.
- Flip-flops with a built-in enable: 0
[placed cells by master, fill, tap and decap left out, types with 2 or more instances in the layout]
| cell type | instances |
|---|---|
| a31oi_1 | 2 |
| inv_1 | 5 |
| nand3_1 | 18 |
| buf_4 | 3 |
| or3_1 | 2 |
| nand4_1 | 9 |
| o21ai_0 | 10 |
| o31a_1 | 2 |
| clkdlybuf4s50_1 | 13 |
| xnor2_1 | 12 |
| xor2_1 | 24 |
| nor4_1 | 13 |
| a21oi_1 | 8 |
| nor2_1 | 43 |
| ha_1 | 12 |
| clkbuf_8 | 5 |
| dfrtp_1 | 46 |
| nor3_1 | 11 |
| and3_1 | 4 |
| mux2i_1 | 3 |
| nand2_1 | 18 |
| and4_1 | 4 |
[power by group through the flow]
stage	clock [W]	combinational, W	sequential (W)
finish	0.000316	0.0000496	0.000446
global route	0.000347	0.0000568	0.000447
CTS	0.000326	0.0000508	0.000445
[layer usage]
metal,vias up,GRT usage,part of all wire
met5,-,0,0
met4,0,0.01709,0.0050
met3,2,0.03467,0.038
met2,37,0.2956,0.42
met1,914,0.3823,0.53
li1,999,-,-
[critical path: stages (launching register included)]
cell      delay (ps)
dfrtp_1          380
nor4_1           380
nand2_1          110
or2_2            330
nor4_1           600
a311oi_1         110
ha_1             330
nand3_1           90
or3_1            320
nor3_2           270
a21oi_2          110
nor3b_4          160
buf_4            320
xor2_1           160
[cell type report]
| class | instances | area, um^2 |
|---|---|---|
| Fill cell | 401 | 1968 |
| Multi-Input combinational cell | 213 | 1356 |
| Sequential cell | 46 | 1151 |
| Timing Repair Buffer | 17 | 157.7 |
| Tap cell | 67 | 83.83 |
| Clock buffer | 5 | 68.82 |
| Clock inverter | 3 | 43.79 |
| Inverter | 5 | 18.77 |
[per-stage QoR]
stage | power, W | hold slack [ps] | setup WS (ps) | area (um^2) | std cells
after global routing | 0.0008515 | 502.0 | 359.9 | 2880 | 356
after CTS | 0.0008222 | 481.9 | 621.7 | 2880 | 356
after detailed placement | 0.0005040 | 459.2 | 639.5 | 2768 | 348
after global placement | 0.0005042 | 463.0 | 677.7 | 2768 | 348
final | 0.0008115 | 480.4 | 645.8 | 2880 | 356
after floorplan | 0.0004711 | 420.4 | 1205 | 2582 | 276
[cell families (layout without fill, tap and decap cells)]
logic type | Yosys count | count (layout) | synth area share
and+or+nand+nor | 131 | 131 | 0.2544
DFF | 46 | 46 | 0.4457
xor gates and xnor gates | 36 | 36 | 0.1221
AOI/OAI and AO/OA | 30 | 30 | 0.07220
buffers and inverters | 17 | 30 | 0.03149
adders and majority gates | 12 | 12 | 0.05814
muxes | 4 | 4 | 0.01599
[worst paths after layout]
kind | start | to | slack, ps | cells after the start
max | ks.out[8]$_DFF_PN0_ | pp.BUFF$_DFFE_PN0P_ | 650 | 13
min reg2reg | pp.BUFF$_DFFE_PN0P_ | pp.BUFF$_DFFE_PN0P_ | 480 | 1
max in group asynchronous | rst_x | ks.out[3]$_DFF_PN0_ | 3350 | 2
min | pp.BUFF$_DFFE_PN0P_ | pp.BUFF$_DFFE_PN0P_ | 480 | 1
max reg2reg | ks.out[8]$_DFF_PN0_ | pp.BUFF$_DFFE_PN0P_ | 650 | 13
min in group asynchronous | rst_x | pp.CN_SOUND[0]$_DFFE_PN0P_ | 650 | 2
[state kept, by name (all words and copies together), names as in the netlist]
name / cells
pp.CN_SOUND: 32
pp.BUFF: 1
ks.out: 12
ks.valid: 1
Power is estimated from default activity; no workload was simulated.
