===== flow/config.mk =====
export PLATFORM = sky130hd
export DESIGN_NAME = TOP
export DESIGN_NICKNAME = TOP
export VERILOG_FILES = /design/flow/design.v
export SDC_FILE = /design/flow/constraint.sdc
export NUM_CORES = 4
export LEC_CHECK = 1
export CORE_UTILIZATION = 40

===== flow/constraint.sdc =====
current_design TOP

set clk_period 6.5
set clk_io_pct 0.2

create_clock -name clk0 -period $clk_period [get_ports {clk}]

set non_clock_inputs [all_inputs -no_clocks]
set_input_delay [expr $clk_period * $clk_io_pct] -clock clk0 $non_clock_inputs
set_output_delay [expr $clk_period * $clk_io_pct] -clock clk0 [all_outputs]

===== flow/design.v =====
module TOP(rst, clk, keypad_in, seg_display, array_en);
  input rst,clk;
  input [11:0]keypad_in;
  output [6:0]seg_display;
  output [7:0]array_en;
  wire [11:0]scan_out;
  wire valid;
  wire [7:0]r0,r1,r2,r3,r4,r5,r6,r7;
  wire [7:0]seg_0,seg_1,seg_2,seg_3,seg_4,seg_5,seg_6,seg_7;
  wire en;
  wire [7:0] asdf;
  keypad_scan KS(rst, clk, keypad_in, scan_out, valid);
  display DP(rst, clk, scan_out, valid, r0,r1,r2,r3,r4,r5,r6,r7, en);
  register RG1(clk, rst, r0, en, seg_0);
  register RG2(clk, rst, r1, en, seg_1);
  register RG3(clk, rst, r2, en, seg_2);
  register RG4(clk, rst, r3, en, seg_3);
  register RG5(clk, rst, r4, en, seg_4);
  register RG6(clk, rst, r5, en, seg_5);
  register RG7(clk, rst, r6, en, seg_6);
  register RG8(clk, rst, r7, en, seg_7);
  seg_controller SC(clk, rst, seg_0, seg_1, seg_2, seg_3, seg_4, seg_5, seg_6, seg_7, seg_display, array_en);
endmodule
module display(rst, clk, scan_data, valid, r0,r1,r2,r3,r4,r5,r6,r7, en);
  input rst, clk;
  input [11:0]scan_data;
  input valid;
  output [6:0]r0,r1,r2,r3,r4,r5,r6,r7;
  reg [6:0]r0,r1,r2,r3,r4,r5,r6,r7;
  output reg en;
  reg [11:0]r8;
  reg [2:0]r9;
  reg [6:0]w;
  initial en <= 0;
  always@(posedge clk or negedge rst) begin
    if (!rst) begin
      r8 <= 12'b000000000000;
      r9 <= 3'b000;
      en <= 1;
      w <= 7'b1111110;
      r0 <= 0;
      r1 <= 0;
      r2 <= 0;
      r3 <= 0;
      r4 <= 0;
      r5 <= 0;
      r6 <= 0;
      r7 <= 0;
    end
    else begin
      if (valid) begin
        case(scan_data)
        12'b000000000001 : begin w <= 7'b0110000; end  
        12'b000000000010 : begin w <= 7'b1101101; end  
        12'b000000000100 : begin w <= 7'b1111001; end  
        12'b000000001000 : begin w <= 7'b0110011; end  
        12'b000000010000 : begin w <= 7'b1011011; end  
        12'b000000100000 : begin w <= 7'b1011111; end  
        12'b000001000000 : begin w <= 7'b1110010; end  
        12'b000010000000 : begin w <= 7'b1111111; end  
        12'b000100000000 : begin w <= 7'b1111011; end  
        12'b001000000000 : begin en <= ~en; end  
        12'b010000000000 : begin w <= 7'b1111110; end  
        12'b100000000000 : begin r9 <= r9 + 1; w <= 7'b1111110; end  
        endcase
      end      
      else begin   
        case(r9)
          3'b000 : r0 <= w;
          3'b001 : r1 <= w;
          3'b010 : r2 <= w;
          3'b011 : r3 <= w;
          3'b100 : r4 <= w;
          3'b101 : r5 <= w;
          3'b110 : r6 <= w;
          3'b111 : r7 <= w;
        endcase
      end
    end
  end
endmodule   
module keypad_scan(
input rst, clk,
input [11:0] keypad_in,
output reg [11:0] scan_out = 0,
output reg valid = 0);
reg en;
always @(posedge clk or negedge rst) begin
	if (~rst) begin		 
		en <= 0;
		scan_out <= 0;
		valid <= 0;
	end
	else begin
		if (keypad_in && ~en) begin	 
			scan_out <= keypad_in;
			valid <= 1'b1;
			en <= 1'b1;
		end
		else if (keypad_in && en) begin	 
			valid <= 0;
			scan_out <= 0;
		end
		else begin		 
			en <= 0;
			valid <= 0;
			scan_out <= 0;
		end
	end
end
endmodule
module register(clk, rst, in, en, out);
  input clk, rst, en;
  input [6:0]in;
  output reg [6:0]out;
  reg [6:0] data;
  always@(posedge clk or negedge rst) begin
    if (!rst) begin
      out <= 7'b0000000;
    end
    else begin
      if (en) begin
			data <= in;
			out <= data;
		end
		else begin
			out <= 7'b0000000;
		end
    end
  end
endmodule
module seg_controller(
  input clk,
  input rst_x,
  input[6:0]seg_0,
  input[6:0]seg_1,
  input[6:0]seg_2,
  input[6:0]seg_3,
  input[6:0]seg_4,
  input[6:0]seg_5,
  input[6:0]seg_6,
  input[6:0]seg_7,
  output[6:0]seg_display,
  output[7:0]array_en);
  reg[6:0] seg_display_internal;
  reg[7:0] array_en_internal;
  reg[2:0] scan_loc;
  always@(posedge clk or negedge rst_x) begin
    if(~rst_x) begin
      array_en_internal <= 8'b00000000;
      seg_display_internal <= 7'b0000000;
      scan_loc <= 3'b000;
    end
    else begin
      if(scan_loc == 3'b111) begin
        scan_loc <= 3'b000;
      end
    else begin
      scan_loc <= scan_loc + 1'b1;
    end
    case(scan_loc)
      3'd0: begin array_en_internal <= 8'b11111110; seg_display_internal <= seg_0; end
      3'd1: begin array_en_internal <= 8'b11111101; seg_display_internal <= seg_1; end
      3'd2: begin array_en_internal <= 8'b11111011; seg_display_internal <= seg_2; end
      3'd3: begin array_en_internal <= 8'b11110111; seg_display_internal <= seg_3; end
      3'd4: begin array_en_internal <= 8'b11101111; seg_display_internal <= seg_4; end
      3'd5: begin array_en_internal <= 8'b11011111; seg_display_internal <= seg_5; end
      3'd6: begin array_en_internal <= 8'b10111111; seg_display_internal <= seg_6; end
      3'd7: begin array_en_internal <= 8'b01111111; seg_display_internal <= seg_7; end
      default: begin array_en_internal <= 8'b11111111; seg_display_internal <= seg_0; end
    endcase
  end
end
  assign seg_display = seg_display_internal;
  assign array_en = array_en_internal;
endmodule

===== flow/run.sh =====
#!/bin/bash
# OpenROAD 26Q1-2900-gdf79404cd8, Yosys 0.63+post, stock flow scripts
make -C /OpenROAD-flow-scripts/flow DESIGN_CONFIG=/design/flow/config.mk WORK_HOME=/design/flow/orfs finish

==> metrics.txt <==
# HELP chip_impl_metric Metrics from one implementation run
# TYPE chip_impl_metric gauge
chip_impl_metric{name="dr.pass1.iters",unit=""} 4
chip_impl_metric{name="post_synth_instance_area",unit="µm²"} 7950
chip_impl_metric{name="remaining_antenna_violation_count",unit=""} 0
chip_impl_metric{name="final-hold-violation-count",unit=""} 0
chip_impl_metric{name="htreeDepth",unit=""} 1
chip_impl_metric{name="count_of_routing_violations_after_the_opening_detailed_route_iteration",unit=""} 194
chip_impl_info{name="hold-path-endpoint",value="RG5.data[3]"} 1
chip_impl_metric{name="yosys.cell_types.count",unit=""} 52
chip_impl_info{name="top_cells_by_area_synth",value="sky130_fd_sc_hd__dfrtp_1 47%, sky130_fd_sc_hd__edfxtp_1 21%, sky130_fd_sc_hd__mux2_2 8.1%"} 1
chip_impl_metric{name="post_route_insts_no_fill",unit=""} 848
chip_impl_metric{name="tool_warnings",unit=""} 33
chip_impl_metric{name="worst_slew_pin_slew",unit="ns"} 0.939
chip_impl_info{name="worst_r2r_endpoint",value="RG4.data[4]"} 1
chip_impl_metric{name="die.size.x",unit="µm"} 143
chip_impl_metric{name="count_of_instantiated_cells_in_the_yosys_netlist",unit=""} 535
chip_impl_metric{name="cp_data_arrival_time",unit="ns"} 1.26
chip_impl_metric{name="first_global_vias",unit=""} 4154
chip_impl_info{name="synth.largest_area_cell",value="sky130_fd_sc_hd__dfrtp_1"} 1
chip_impl_metric{name="hold-path-cell-count",unit=""} 0
chip_impl_info{name="end_kind",value="output port"} 1
chip_impl_metric{name="setup_tns",unit="ns"} 0
chip_impl_metric{name="post-cts-setup-buffers",unit=""} 0
chip_impl_metric{name="drc",unit=""} 0
chip_impl_metric{name="cts_hold_buffers",unit=""} 0
chip_impl_metric{name="maxClockFrequency",unit="MHz"} 390
chip_impl_info{name="tritoncts",value="built"} 1
chip_impl_metric{name="yosysWarningCount",unit=""} 36
chip_impl_info{name="largest_registers_ranked_by_flip_flop_count",value="KS.scan_out x12, SC.array_en_internal x8"} 1
chip_impl_metric{name="vias_per_cell",unit=""} 4.84
chip_impl_metric{name="cell_area_after_layout",unit="µm²"} 9220
chip_impl_metric{name="slew_viol_final",unit=""} 0
chip_impl_info{name="worst_r2r_startpoint",value="DP.en"} 1
chip_impl_metric{name="core_area",unit="µm²"} 19500
chip_impl_metric{name="dp_hpwl",unit="mm"} 8.66
chip_impl_metric{name="layout.area.comb",unit="µm²"} 2240
chip_impl_metric{name="power_per_cell_area",unit="nW/µm²"} 285
chip_impl_metric{name="all_layer_gr_usage",unit="%"} 14.7
chip_impl_metric{name="antenna-diode-count",unit=""} 0
chip_impl_metric{name="detailed_place.area",unit="µm²"} 8480
chip_impl_metric{name="crit_required",unit="ns"} 5.20
chip_impl_metric{name="gpl_wtd_cong",unit=""} 0.875
chip_impl_info{name="worst_hold_path_class",value="flip-flop to flip-flop"} 1
chip_impl_metric{name="critical_path.max_fanout",unit=""} 1
chip_impl_metric{name="numCtsBuffers",unit=""} 22
chip_impl_metric{name="clock_tree.buffer_depth",unit=""} 3
chip_impl_metric{name="grt_pass1_wl",unit="mm"} 22.1
chip_impl_metric{name="yosys_area",unit="µm²"} 7950
chip_impl_metric{name="placedCellCount",unit=""} 808
chip_impl_metric{name="area_growth_syn_to_layout",unit="%"} 15.9
chip_impl_metric{name="latency_at_later_pin",unit="ns"} 0.49
chip_impl_info{name="regMostFlops",value="KS.scan_out"} 1
chip_impl_metric{name="synthArstFlopShare",unit="%"} 73.5
chip_impl_info{name="clock-root-buffer",value="sky130_fd_sc_hd__clkbuf_16"} 1
chip_impl_metric{name="yosys.stat.seqShare",unit="%"} 70.1
chip_impl_metric{name="drive_gt1_share",unit="%"} 19.0
chip_impl_metric{name="syn_avg_cell_area",unit="µm²"} 14.9
chip_impl_metric{name="die_y",unit="µm"} 143
chip_impl_info{name="hp-start",value="DP.r4[3]"} 1
chip_impl_metric{name="floorplan.core_util",unit="%"} 40.8
chip_impl_metric{name="ioPinCount",unit=""} 29
chip_impl_metric{name="synth-seq-cells",unit=""} 211
chip_impl_info{name="cpMaxStageDelayCell",value="sky130_fd_sc_hd__clkdlybuf4s50_1"} 1
chip_impl_metric{name="tcrit_tclk_final",unit="%"} 39.5
chip_impl_metric{name="final_core_util",unit="%"} 47.3
chip_impl_metric{name="clock_skew",unit="ns"} 0.00795
chip_impl_metric{name="setup_viol",unit=""} 0
chip_impl_metric{name="worst_r2r_path_depth",unit=""} 2
chip_impl_metric{name="max_stage_delay_on_crit_path",unit="ns"} 0.46
chip_impl_metric{name="vdd.ir_drop.worst",unit="mV"} 0.169
chip_impl_info{name="run_status",value="completed"} 1
chip_impl_metric{name="rows",unit=""} 51
chip_impl_metric{name="max_cap_viol_count",unit=""} 0
chip_impl_metric{name="final_wirelength",unit="mm"} 13.1
chip_impl_metric{name="worst-r2r-setup-slack",unit="ns"} 4.26
chip_impl_metric{name="sequential_cell_area",unit="µm²"} 5570
chip_impl_metric{name="post-synth-top-area-fraction",unit="%"} 46.6
chip_impl_info{name="rsz0062_at_grt",value="false"} 1
chip_impl_info{name="timing.critical_path.cells",value="clkdlybuf4s50_1"} 1
chip_impl_metric{name="post_synthesis_cells",unit=""} 535
chip_impl_info{name="critical_path.startpoint_type",value="flip-flop"} 1
chip_impl_metric{name="via_count",unit=""} 4102
chip_impl_metric{name="nFillCells",unit=""} 1671
chip_impl_metric{name="routed_wire_length_per_instance",unit="µm"} 15.4
chip_impl_metric{name="final_critical_path_setup_slack",unit="ns"} 3.94
chip_impl_metric{name="numClockSinks",unit=""} 211
chip_impl_info{name="most_frequent_cell_after_synthesis",value="sky130_fd_sc_hd__dfrtp_1"} 1
chip_impl_metric{name="final_period_minus_worst_setup_slack",unit="ns"} 2.56
chip_impl_info{name="netlist_top_cells_count",value="148 x sky130_fd_sc_hd__dfrtp_1, 58 x sky130_fd_sc_hd__and2_1, 57 x sky130_fd_sc_hd__mux2_2"} 1
chip_impl_metric{name="ctsResizeCount",unit=""} 0
chip_impl_metric{name="leakagePower",unit="nW"} 4.00
chip_impl_info{name="ys.flop_type",value="sky130_fd_sc_hd__dfrtp_1"} 1
chip_impl_metric{name="maxSlewHeadroom",unit="%"} 37.3
chip_impl_info{name="timing.setup.critical_path_class",value="flip-flop to output port"} 1
chip_impl_metric{name="port_buffers",unit=""} 28
chip_impl_metric{name="cp_num_buf_inv",unit=""} 1
chip_impl_metric{name="largest_reg_flops",unit=""} 12
chip_impl_metric{name="maximum_number_of_pins_on_one_net_before_global_route_repair",unit=""} 65
chip_impl_metric{name="design.die.area",unit="µm²"} 20400
chip_impl_metric{name="placement.setup.worst_slack",unit="ns"} 3.49
chip_impl_metric{name="number_of_antenna_violations_at_the_first_check_in_global_routing",unit=""} 0
chip_impl_metric{name="synth-edff-count",unit=""} 56
chip_impl_metric{name="global_route_congestion_overflow_total",unit=""} 0
chip_impl_info{name="timing.critical_path.max_delay_family",value="buffers and inverters"} 1
chip_impl_metric{name="cts.clk_slew.worst_paths",unit="ns"} 0.06
[area by class of cell]
cell class	instances	share of cell area [%]
sequential	211	60.4
multi-input combinational	292	24.3
clock buffer	34	7.13
tap	265	3.60
timing repair buffer	31	3.30
clock inverter	6	0.883
inverter	9	0.367
[metal layers]
| metal | vias to the layer above | part of all wire (%) | wire, µm | GRT usage (%) |
|---|---|---|---|---|
| met3 | 18 | 4.7 | 620 | 3.35 |
| li1 | 1983 | - | - | - |
| met2 | 85 | 46 | 6040 | 22.2 |
| met1 | 2016 | 47 | 6170 | 23.6 |
| met4 | 0 | 1.9 | 242 | 2.66 |
| met5 | - | 0 | 0 | 0 |
[logic make-up after synthesis]
logic type / share of synthesized area, %
flip-flops: 70.1
AND/OR/NAND/NOR: 11.7
AND-OR/OR-AND: 5.32
multiplexers: 8.39
buffers and inverters: 1.78
adder cells (fa/ha/maj): 1.89
XOR/XNOR: 0.882
[report_power, final]
group / switching [W] / internal, W / leakage [nW]
combinational: 0.0000197 / 0.00000911 / 1.07
sequential: 0.000000372 / 0.00136 / 2.57
clock: 0.000468 / 0.000773 / 0.358
total: 0.000488 / 0.00214 / 4.00
[worst max path at each step]
stage,slack [ns],startpoint,to,cells past startpoint
4_1_cts,3.90,SC.seg_display_internal[3],seg_display[3],1
6_report,3.94,SC.seg_display_internal[3],seg_display[3],1
5_1_grt,3.87,rst,RG1.data[4],3
[stage by stage]
stage | power [W] | hold slack, ns
6_report | 0.00263 | 0.443
5_1_grt | 0.00273 | 0.452
4_1_cts | 0.00267 | 0.445
3_5_place_dp | 0.00141 | 0.431
3_3_place_gp | 0.00141 | 0.428
2_1_floorplan | 0.00138 | 0.419
[layout by cell type, fill, tap and decap left out, drive strengths merged, types with 3 or more instances in the layout]
master,Yosys,routed
ha,12,12
nor2,19,19
clkbuf,18,34
dfrtp,148,148
a222oi,7,7
o21a,4,4
nand2b,5,5
clkinv,0,3
dfstp,7,7
nor2b,17,17
a221o,4,4
mux2,58,58
buf,5,4
xor2,4,4
nor3b,3,3
inv,9,9
edfxtp,56,56
a21oi,6,6
nor3,7,7
nor4,8,8
a31oi,6,6
xnor2,4,4
nand4,4,4
and2,58,58
nand3b,3,3
clkdlybuf4s50,0,27
or3,6,6
a221oi,4,4
o21ai,17,17
nand3,7,7
nand2,13,13
[worst register-to-register path, stage by stage, from the launching register on]
cell                      delay (ns)
sky130_fd_sc_hd__dfstp_2        1.00
sky130_fd_sc_hd__and2_2         0.28
sky130_fd_sc_hd__buf_4          0.54
Power and IR drop assume default switching activity.
